==> design.v <==
`timescale 1ns / 1ps
module bus_bridge
    #(
         parameter DATA_WIDTH = 32,
         parameter ADDR_WIDTH = 32
    )
    (
        input clk,
        input rst_n,
        output rsp_empty_n,    
        output rsp_full_n,
        input req_write,
        input req_din,
        input rsp_read,
        input [ADDR_WIDTH-1:0] address,
        input [31:0] size,
        input [DATA_WIDTH-1:0] dataout,
        output reg [DATA_WIDTH-1:0] datain,
        output writeReq,
        output [DATA_WIDTH-1:0] writeReq_data,
        output [ADDR_WIDTH-1:0] writeReq_addr,
        input writeAck,
        output readReq,
        output [ADDR_WIDTH-1:0] readReq_addr,
        input readAck,
        input [DATA_WIDTH-1:0] readReq_data
    );
    reg [1:0] state;
    parameter free=0, mem_request=1, bus_write=2, bus_read=3;    
    parameter FIFO_WIDTH = DATA_WIDTH + ADDR_WIDTH + 1;
    wire [FIFO_WIDTH-1:0] request_fifo_din;
    wire [FIFO_WIDTH-1:0] request_fifo_dout;
    wire request_fifo_rd_en;
    wire request_fifo_full;
    wire request_fifo_emp;    
    wire request_fifo_valid;
    wire write_request;
    wire read_request;
    wire [ADDR_WIDTH-1:0] req_address;
    wire [DATA_WIDTH-1:0] req_data; 
    wire bus_write_done;
    wire bus_read_done;       
    always @(posedge clk) begin
         if ( ~rst_n ) begin
             state = free;
         end else begin
             case (state)
                 free: 
                     if ( req_write )                    
                         state = mem_request;
                 mem_request: 
                     if ( write_request )
                         state = bus_write;
                     else if ( read_request )
                         state = bus_read;
                 bus_write: 
                     if ( bus_write_done ) begin
                         if ( ~request_fifo_emp )
                             state = mem_request;
                         else
                             state = free;
                     end
                 bus_read: 
                     if ( bus_read_done ) begin
                         if ( ~request_fifo_emp )
                             state = mem_request;
                         else
                             state = free;
                     end                
                 default : state = free;  
             endcase        
         end
     end  
    assign request_fifo_rd_en = ( state == mem_request && request_fifo_valid == 1'b0 ) ? 1'b1 : 1'b0;
    assign request_fifo_din = {req_din, dataout, address};    
    fifo #(
        .DATA_WIDTH( FIFO_WIDTH ),
        .LOG2_DEPTH( 3 )
    )
    fifo_U(
        .clk( clk ),
        .rst_n( rst_n ),        
        .din ( request_fifo_din ),
        .wr_en ( req_write ),
        .rd_en ( request_fifo_rd_en ),
        .dout ( request_fifo_dout ),
        .full ( request_fifo_full ),
        .empty ( request_fifo_emp ),
        .valid ( request_fifo_valid )               
    );    
    assign write_request = request_fifo_dout[DATA_WIDTH+ADDR_WIDTH] & request_fifo_valid;
    assign read_request = ~request_fifo_dout[DATA_WIDTH+ADDR_WIDTH] & request_fifo_valid;    
    assign req_address = request_fifo_dout[ADDR_WIDTH-1:0];
    assign req_data = request_fifo_dout[DATA_WIDTH+ADDR_WIDTH-1:ADDR_WIDTH];
    assign bus_write_done = ( state == bus_write && writeAck == 1'b1 ) ? 1'b1 : 1'b0;
    assign bus_read_done = ( state == bus_read && readAck == 1'b1 ) ? 1'b1 : 1'b0;
    always @(posedge clk) begin
        if ( bus_read_done )
            datain = readReq_data;
    end  
    assign rsp_empty_n = (state == free ) ? 1'b1 : 1'b0;
    assign rsp_full_n = (state == free) ? 1'b1 : 1'b0;
    assign writeReq =  write_request;
    assign writeReq_addr = req_address;
    assign writeReq_data = req_data;
    assign readReq = read_request;
    assign readReq_addr = req_address;
endmodule
`timescale 1ns / 1ps
module fifo
   #(
      parameter DATA_WIDTH = 8,
      parameter LOG2_DEPTH = 3 
   )   
   (
      input clk,
      input rst_n,
      input [DATA_WIDTH-1:0]  din,
      input wr_en,
      input rd_en,
      output reg [DATA_WIDTH-1:0] dout,
      output full,
      output empty,
      output reg valid
   );
    parameter MAX_COUNT = 2**LOG2_DEPTH;
    reg   [LOG2_DEPTH-1 : 0]   rd_ptr;
    reg   [LOG2_DEPTH-1 : 0]   wr_ptr;
    reg   [DATA_WIDTH-1 : 0]   mem[MAX_COUNT-1 : 0];    
    reg   [LOG2_DEPTH : 0]     depth_cnt;
    always @(posedge clk) begin
        if(~rst_n) begin
            wr_ptr <= 'h0;
            rd_ptr <= 'h0;
        end  
        else begin
            if(wr_en)
                wr_ptr <= wr_ptr+1;            
            if(rd_en)
                rd_ptr <= rd_ptr+1;
        end  
    end 
    assign empty= (depth_cnt=='h0);
    assign full = (depth_cnt==MAX_COUNT);
    always @(posedge clk) begin
        if (wr_en)
            mem[wr_ptr] <= din;
    end  
    always @(posedge clk) begin
        if (~rst_n) begin
            dout <= 'h0;
            valid <= 1'b0;
        end else begin
            if (rd_en)
                valid <= 1'b1;
            else
                valid <= 1'b0;
            dout <= mem[rd_ptr];            
        end
    end
    always @(posedge clk) begin
        if (~rst_n)
            depth_cnt <= 'h0;
        else begin
            case({rd_en,wr_en})
                2'b10    :  depth_cnt <= depth_cnt-1;
                2'b01    :  depth_cnt <= depth_cnt+1;
            endcase
        end  
    end  
endmodule
==> run.sh <==
#!/bin/bash
# OpenROAD 26Q1-2900-gdf79404cd8, Yosys 0.63+post, stock flow scripts
make -C /OpenROAD-flow-scripts/flow DESIGN_CONFIG=/design/flow/config.mk WORK_HOME=/design/flow/orfs finish
==> config.mk <==
export PLATFORM = sky130hd
export DESIGN_NAME = bus_bridge
export DESIGN_NICKNAME = bus_bridge
export VERILOG_FILES = /design/flow/design.v
export SDC_FILE = /design/flow/constraint.sdc
export NUM_CORES = 4
export LEC_CHECK = 1
export CORE_UTILIZATION = 40
==> constraint.sdc <==
current_design bus_bridge

set clk_period 21.7
set clk_io_pct 0.2

create_clock -name clk0 -period $clk_period [get_ports {clk}]

set non_clock_inputs [all_inputs -no_clocks]
set_input_delay [expr $clk_period * $clk_io_pct] -clock clk0 $non_clock_inputs
set_output_delay [expr $clk_period * $clk_io_pct] -clock clk0 [all_outputs]
==> results.sh <==
# flow metrics
export IMPL_grt_use_total=0.174
export IMPL_cts_tree="done"
export IMPL_grt_pass1_vias=11600
export IMPL_syn_to_final_growth_pct=19.8
export IMPL_synth_seq_share=0.769
export IMPL_core_rowCount=88
export IMPL_reg2reg_to="fifo_U.dout[21]"
export IMPL_pwr_density_cell_nw_per_um2=94.8
export IMPL_antenna_left=0
export IMPL_worst_hold_path_type="reg -> reg"
export IMPL_grt_pass1_wl_mm=69.9
export IMPL_cts_resized=0
export IMPL_final_cells=2110
export IMPL_cp_max_fo=37
export IMPL_min_period_ns=6.48
export IMPL_die_h_um=245
export IMPL_numPortBuffers=233
export IMPL_grt_max_degree=52
export IMPL_syn_instance_count=1110
export IMPL_wire_per_inst_um=22.0
export IMPL_arrival_ns=6.69
export IMPL_hp_start="fifo_U.depth_cnt[3]"
export IMPL_max_cap_violations=0
export IMPL_drc_errors=0
export IMPL_fmax_mhz=154
export IMPL_die_area_um2=60100
export IMPL_dp_cells=1987
export IMPL_period_used=0.299
export IMPL_cp_end_kind="flop"
export IMPL_num_io_pins=267
export IMPL_holdPathEnd="fifo_U.depth_cnt[3]"
export IMPL_cts_hold_buffers=0
export IMPL_cts_root_buffer_cell="clkbuf_16"
export IMPL_yosys_stat_area_um2=23700
export IMPL_drv_slew=0
export IMPL_setup_violations=0
export IMPL_grt_ovfl_total=0
export IMPL_layout_drive_gt1_share=0.199
export IMPL_rsz0062_at_grt="no"
export IMPL_finalInstanceArea_um2=28300
export IMPL_die_x_um=245
export IMPL_layout_top_cell="edfxtp_1"
export IMPL_rrSetupSlack_ns=18.85
export IMPL_post_cts_setup_buffers=0
export IMPL_mappedNetlistArea_um2=23700
export IMPL_via_count=10600
export IMPL_placed_area_um2=26200
export IMPL_rr_worst_depth=5
export IMPL_clock_skew_ns=0.0137
export IMPL_relSlewSlack=0.461
export IMPL_hold_viol_final=0
export IMPL_htree_levels=3
export IMPL_drt_iter0_drc=575
export IMPL_p_leak_nw=8.90
export IMPL_synth_warning_count=2
export IMPL_syn_area_per_cell_um2=21.3
export IMPL_tightest_slew_ns=0.809
export IMPL_insertion_delay_ns=0.58
export IMPL_synth_seq_cells=632
export IMPL_drtPass1Iterations=4
export IMPL_initial_core_util=0.408
export IMPL_required_ns=21.90
export IMPL_crit_type="in -> reg"
export IMPL_status="completed"
export IMPL_yosys_stat_cells=1110
export IMPL_ff_type="edfxtp_1"
export IMPL_clk_pin_slew_worst_paths_ns=0.06
export IMPL_coreArea_um2=58000
export IMPL_clockBufferDepth=3
export IMPL_holdPathStages=2
export IMPL_r2r_start="fifo_U.rd_ptr[0]"
export IMPL_edf_count=552
export IMPL_lay_top_cells="edfxtp_1, clkdlybuf4s50_1, mux4_2"
export IMPL_place_congestion=0.760
export IMPL_clock_sinks=632
export IMPL_viasPerCell=5.03
export IMPL_cts_buffers=68
export IMPL_antenna_found_initial=6
export IMPL_peakVddDrop_v=0.0000521
export IMPL_detailedPlacementHpwl_mm=24.7
export IMPL_fin_setup_tns_ns=0
export IMPL_synth_async_sr_flop_share=0
export IMPL_yosysUniqueCellTypes=28
export IMPL_warning_count=58
export IMPL_start_kind="primary input"
export IMPL_wl_mm=46.3
## worst max-delay path: stages
cell and delay, ns:
clkdlybuf4s50_1 0.70, nand2b_1 0.30, nor2_4 0.16, buf_4 0.47, buf_4 0.66
## where the power goes
part / internal (mW) / switching, mW / total (mW)
Combinational: 0.113 / 0.0814 / 0.195
Sequential: 1.36 / 0.0176 / 1.38
Clock: 0.663 / 0.447 / 1.11
Total: 2.14 / 0.546 / 2.69
## registers in the layout (all words and copies together) (netlist names)
name,flops
state,4
fifo_U.rd_ptr,3
datain,32
fifo_U.mem,520
fifo_U.valid,1
fifo_U.wr_ptr,3
fifo_U.dout,65
fifo_U.depth_cnt,4
## area by class of cell
cell class	count	area [um^2]
Clock inverter	26	214
Fill cell	4560	29700
Clock buffer	96	1950
Inverter	3	11.3
Sequential cell	632	18200
Timing Repair Buffer	259	2520
Multi-Input combinational cell	328	4500
Tap cell	765	957
Antenna cell	1	2.50
## worst max path at each step
stage	endpoint	start
CTS	fifo_U.mem[5][27]	req_write
global route	fifo_U.mem[2][27]	req_write
finish	fifo_U.mem[2][27]	req_write
## metrics by stage
step	worst slack (ns)	hold slack (ns)	power, mW	util
finish	15.22	0.479	2.69	0.488
global route	15.08	0.517	2.79	0.488
CTS	15.20	0.478	2.73	0.488
detailed placement	14.57	0.465	1.61	0.451
global placement	14.54	0.454	1.60	0.451
floorplan	12.00	0.444	1.54	-
## per-layer routing
metal | global-route usage | vias to the layer above | part of all wire
li1 | - | 4676 | -
met3 | 0.0932 | 94 | 0.11
met2 | 0.268 | 522 | 0.50
met5 | 0 | - | 0.0015
met4 | 0.0358 | 10 | 0.023
met1 | 0.234 | 5306 | 0.36
## cell usage after synthesis (2+ instances only)
library cell	n	area [um^2]
xnor2_1	4	35.0
and2_1	11	68.8
buf_1	4	15.0
nor2b_1	70	438
inv_1	3	11.3
clkbuf_1	16	60.1
a21oi_1	3	15.0
nor3_1	2	10.0
mux4_2	130	2930
dfxtp_1	80	1600
o21ai_0	2	10.0
buf_6	11	124
nand2_1	7	26.3
buf_4	97	728
nand3_1	3	15.0
buf_2	19	95.1
xor2_1	2	17.5
nor2_1	7	26.3
edfxtp_1	552	16600
nand2b_1	7	43.8
mux2i_1	69	691
ha_1	5	62.6
## cell families (layout without fill, tap and decap cells)
logic type | after synthesis | in the layout | share of synthesized area
DFF | 632 | 632 | 0.769
buffers and inverters | 150 | 384 | 0.0437
muxes | 199 | 199 | 0.153
AOI/OAI and AO/OA | 9 | 9 | 0.00222
adders and majority gates | 6 | 6 | 0.00349
xor gates and xnor gates | 6 | 6 | 0.00222
and+or+nand+nor | 108 | 108 | 0.0268
other | 0 | 1 | 0
No activity file was given, so power comes from the tool's default toggle rates.
